==> flow/design.v <==
module  sprite_controller ( input Reset, frame_clk,  
									input [7:0] Keycode,  
									output [10:0]  spritex, spritey);
    logic [10:0] Sprite_XPos, Sprite_XMotion, Sprite_YPos, Sprite_YMotion;
    parameter [10:0] Sprite_Xstart=290;   
    parameter [10:0] Sprite_Ystart=350;   
    parameter [10:0] Sprite_XStep=1;       
    parameter [10:0] Sprite_YStep=1;       
    always_ff @ (posedge Reset or posedge frame_clk )
    begin: Move_Ball
        if (Reset)   
        begin 
         Sprite_YMotion <= 11'd0;  
			Sprite_XMotion <= 11'd0;  
			Sprite_YPos <= Sprite_Ystart;
			Sprite_XPos <= Sprite_Xstart;
        end
        else 
        begin 
				case(Keycode)  
				  'd80:  
					begin
						Sprite_YMotion <= 11'd0;
						Sprite_XMotion <= (~(Sprite_XStep) + 1'b1);  
					end
				  'd79: 
					begin
						Sprite_YMotion <= 11'd0;  
						Sprite_XMotion <= Sprite_XStep;  
					end
				  default:
					begin
						Sprite_YMotion <= 11'd0;  
						Sprite_XMotion <= 11'd0;  
					end
				endcase
				 Sprite_YPos <= (Sprite_YPos + Sprite_YMotion);   
				 Sprite_XPos <= (Sprite_XPos + Sprite_XMotion);
		end  
    end
    assign spritex = Sprite_XPos;
    assign spritey = Sprite_YPos;
endmodule
==> flow/run.sh <==
#!/bin/bash
# OpenROAD 26Q1-2900-gdf79404cd8, Yosys 0.63+post, stock flow scripts
make -C /OpenROAD-flow-scripts/flow DESIGN_CONFIG=/design/flow/config.mk WORK_HOME=/design/flow/orfs finish
==> flow/config.mk <==
export PLATFORM = sky130hd
export DESIGN_NAME = sprite_controller
export DESIGN_NICKNAME = sprite_controller
export VERILOG_FILES = /design/flow/design.v
export SDC_FILE = /design/flow/constraint.sdc
export NUM_CORES = 4
export LEC_CHECK = 1
export CORE_AREA = 10 10 84 84
export DIE_AREA = 0 0 94 94
==> flow/constraint.sdc <==
current_design sprite_controller

set clk_period 4.0
set clk_io_pct 0.2

create_clock -name clk0 -period $clk_period [get_ports {frame_clk}]

set non_clock_inputs [all_inputs -no_clocks]
set_input_delay [expr $clk_period * $clk_io_pct] -clock clk0 $non_clock_inputs
set_output_delay [expr $clk_period * $clk_io_pct] -clock clk0 [all_outputs]
==> flow_summary_export.csv <==
group,metric,value,unit
run,number_of_warnings_in_the_stage_logs,25,
synthesis,syn-cell-area,915,um^2
worst_setup_path,critical_path.startpoint_type,"flip-flop",
worst_setup_path,worstPathBufferInverterCount,1,
route,firstDrtPassIters,2,
run,cap_viol_max_count,0,
placement,gp_congestion,0.778,
clock_network,cts-hold-fix-buffers,0,
placement,hpwlAfterDp,1.62,mm
finish,final_util,23.1,%
synthesis,synthesis.yosys.warnings,1,
synthesis,yosysTopAreaCell,"sky130_fd_sc_hd__dfrtp_1",
worst_setup_path,reg2reg_depth,7,
worst_setup_path,r2r_end,"Sprite_XPos[8]$_DFF_PP1_",
synthesis,yosys.stat.chipArea,915,um^2
worst_setup_path,arrival,1.26,ns
clock_network,post-cts-setup-buffers,0,
final_timing,fin_skew,0.00248,ns
die,die_x,94,um
finish,layout-drive-gt1-share,10.9,%
clock_network,cts.path.max_buffers,2,
final_timing,finalHoldViolCount,0,
final_timing,setup_violations,0,
worst_setup_path,worst_r2r_startpoint,"Sprite_XMotion[9]$_DFF_PP0_",
worst_setup_path,endpoint_kind,"output port",
final_timing,fmax,484,MHz
worst_setup_path,worstSetupPathType,"reg -> out",
worst_setup_path,timing.critical_path.max_delay_family,"flip-flops",
synthesis,synth.top_cell.area_share,27.4,%
placement,numPortBuffers,20,
route,post_drt_via_cell_ratio,3.56,
synthesis,postSynthRegisterBits,13,
clock_network,clk_root_buffer_cell,"sky130_fd_sc_hd__clkbuf_8",
synthesis,avgSynthCellArea,9.43,um^2
final_timing,rsz0062_at_grt,"no",
outcome,outcome,"finished, final reports clean",
synthesis,synth_stat.cells,97,
finish,num-fill-cells,585,
pwr,worst_ir_drop_vdd,125,uV
synthesis,post_synthesis_sequential_area_ratio,36.0,%
final_timing,setup_slack,1.94,ns
final_timing,fin_hold_ws,0.466,ns
route,route.vias.total,673,
worst_setup_path,cpMaxStageDelayCell,"sky130_fd_sc_hd__dfstp_2",
die,dieHeight,94,um
synthesis,synthCells,97,
worst_setup_path,critical_path.cell_chain,"clkdlybuf4s50_1",
die,row_count,26,
hold_path,whs_endpoint,"Sprite_XPos[0]$_DFF_PP0_",
clock_network,clock_insertion_delay_worst_skew,0.24,ns
hold_path,hp-class,"reg -> reg",
clock_network,cts_resized,0,
final_timing,timing_max_transition_violations_final,0,
synthesis,number_of_synthesized_flops_with_an_enable_pin,0,
final_timing,finalCritPeriodShare,51.6,%
worst_setup_path,critical-path-max-stage-delay,0.55,ns
global_routing,grt_first_pass_wirelength,3.19,mm
die,placeableCoreArea,5200,um^2
clock_network,cts_tree,"built",
hold_path,worst_hold_startpoint,"Sprite_XMotion[0]$_DFF_PP0_",
die,io-pin-count,32,
worst_setup_path,critical_path_peak_fanout,3,
global_routing,grt_max_degree,14,
global_routing,gr-usage-all-layers,4.36,%
placement,dpl_worst_slack,2.04,ns
synthesis,ff_type,"sky130_fd_sc_hd__dfrtp_1",
clock_network,cts_buffers,3,
clock_network,worst_setup_hold_path_clk_slew,0.06,ns
hold_path,timing.hold.worst_path_depth,1,
route,detail_route.iter0.violations,38,
synthesis,postSynth.asyncResetShare,100,%
final_timing,fin_crit,2.06,ns
route,detail_route.antenna_diodes,0,
pwr,pwr_density_cell,337,nW/um^2
pwr,p_leak,0.552,nW
pwr,totalPowerFinal,0.404,mW
clock_network,ctsHtreeMaxLevel,1,
global_routing,antenna_found_initial,0,
clock_network,tritoncts_sink_count,13,
synthesis,synthTopCellsByCount,"sky130_fd_sc_hd__buf_4 (11), sky130_fd_sc_hd__dfrtp_1 (10), sky130_fd_sc_hd__ha_1 (10)",
route,routed_wire_length_per_instance,10.2,um
global_routing,grt_overflow,0,
worst_setup_path,cp_data_required_time,3.20,ns
final_timing,timing.setup.tns,0,ns
synthesis,synth.most_common_cell,"sky130_fd_sc_hd__buf_4",
synthesis,synth.distinct_cells,27,
worst_setup_path,slack_of_the_worst_reg_to_reg_path,2.03,ns
finish,synthToLayoutAreaGrowth,31.2,%
route,route.final.wire_length,1.94,mm
global_routing,first_global_vias,680,
die,fp_util,17.6,%
synthesis,synth.top_cells.by_area,"sky130_fd_sc_hd__dfrtp_1 (27%), sky130_fd_sc_hd__ha_1 (14%), sky130_fd_sc_hd__buf_4 (9.0%)",
route,drc_violations,0,
die,chipArea,8840,um^2
route,post_route_ant_nets,0,
-- layout by cell type (no fill, tap or decap), drive strengths merged, types with 5 or more instances in the layout --
cell           synthesis  layout
conb                   2      11
dfrtp                 10      10
nand3                  5       5
nand2                  8       8
a21oi                  9       9
xnor2                  7       7
nor2                   5       5
clkdlybuf4s50          0      20
ha                    10      10
inv                    8       8
-- layer usage --
layer	wire length [um]	vias to the layer above	GRT usage (%)	part of all wire, %
met5	0	-	0	0
met3	114	2	1.53	5.9
met4	35	0	0.886	1.8
met1	988	300	6.20	51
met2	797	23	6.22	41
li1	-	348	-	-
-- through the flow --
stage,instances,instance area (um^2)
2_1_floorplan,106,948
3_3_place_gp,185,1150
3_5_place_dp,185,1150
4_1_cts,189,1200
5_1_grt,189,1200
6_report,189,1200
-- registers in the layout, indices dropped and copies added (netlist names) --
register        flops
Sprite_XPos        11
Sprite_XMotion      2
-- cell families after synthesis --
kind of cell,Yosys count,share of synthesized area [%]
other,2,0.821
AND/OR/NAND/NOR,26,13.8
XOR/XNOR,10,9.58
flip-flops,13,36.0
AND-OR/OR-AND,16,11.6
adder cells (fa/ha/maj),11,15.9
buffers and inverters,19,12.3
-- layout make-up --
class / instances / area, um^2 / share of cell area (%)
clock inverters: 1 / 5.00 / 0.417
inverters: 8 / 30.0 / 2.50
multi-input cells: 74 / 507 / 42.2
flip-flops and latches: 13 / 329 / 27.4
well taps: 70 / 87.6 / 7.30
repair buffers: 20 / 200 / 16.7
clock buffers: 3 / 41.3 / 3.44
-- how the worst max path moves through the flow --
stage | from | end | slack [ns] | cells past startpoint
CTS | Sprite_XPos[1]$_DFF_PP1_ | spritex[1] | 1.92 | 1
global route | Sprite_XMotion[9]$_DFF_PP0_ | Sprite_XPos[8]$_DFF_PP1_ | 1.82 | 7
finish | Sprite_XPos[1]$_DFF_PP1_ | spritex[1] | 1.94 | 1
-- where the power goes --
| part | switching [mW] | total [mW] | leakage (nW) | internal [mW] |
|---|---|---|---|---|
| clock network | 0.0476 | 0.116 | 0.0255 | 0.0687 |
| registers | 0.0154 | 0.174 | 0.165 | 0.159 |
| logic | 0.0427 | 0.113 | 0.362 | 0.0706 |
| total | 0.106 | 0.404 | 0.552 | 0.298 |
Power is estimated from default activity; no workload was simulated.
