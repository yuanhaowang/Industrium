[design.v]
module  ball ( input Reset, frame_clk, 
					input [7:0] Keycode,
               output [9:0]  BallX, BallY, BallS );
    logic [9:0] Ball_X_Pos, Ball_X_Motion, Ball_Y_Pos, Ball_Y_Motion, Ball_Size;
    parameter [9:0] Ball_X_Center=320;   
    parameter [9:0] Ball_Y_Center=240;   
    parameter [9:0] Ball_X_Min=0;        
    parameter [9:0] Ball_X_Max=639;      
    parameter [9:0] Ball_Y_Min=0;        
    parameter [9:0] Ball_Y_Max=479;      
    parameter [9:0] Ball_X_Step=1;       
    parameter [9:0] Ball_Y_Step=1;       
    assign Ball_Size = 4;   
    always_ff @ (posedge Reset or posedge frame_clk )
    begin: Move_Ball
        if (Reset)   
        begin 
            Ball_Y_Motion <= 10'd0;  
			Ball_X_Motion <= 10'd0;  
			Ball_Y_Pos <= Ball_Y_Center;
			Ball_X_Pos <= Ball_X_Center;
        end
        else 
        begin 
				 if ( (Ball_Y_Pos + Ball_Size) >= Ball_Y_Max )   
					begin
					  Ball_X_Motion <= 10'd0;  
					  Ball_Y_Motion <= (~ (Ball_Y_Step) + 1'b1);   
					end
				 else if ( (Ball_Y_Pos - Ball_Size) <= Ball_Y_Min )   
					begin
					  Ball_X_Motion <= 10'd0;  
					  Ball_Y_Motion <= Ball_Y_Step;
					end
				 else if ((Ball_X_Pos + Ball_Size >= Ball_X_Max))  
					begin
						Ball_Y_Motion <= 10'd0;  
						Ball_X_Motion <= (~(Ball_X_Step) + 1'b1);  
					end
				 else if ((Ball_X_Pos - Ball_Size <= Ball_X_Min))  
					begin
						Ball_Y_Motion <= 10'd0;  
						Ball_X_Motion <= Ball_X_Step;  
					end
				else
					begin
						Ball_X_Motion <= Ball_X_Motion; 
						Ball_Y_Motion <= Ball_Y_Motion;
							case(Keycode)  
							  'd82:  
								begin
									Ball_X_Motion <= 10'd0;  
									Ball_Y_Motion <= (~(Ball_Y_Step) + 1'b1);  
								end
							  'd80:  
								begin
									Ball_Y_Motion <= 10'd0;
									Ball_X_Motion <= (~(Ball_X_Step) + 1'b1);
								end
							  'd79: 
								begin
									Ball_Y_Motion <= 10'd0;  
									Ball_X_Motion <= Ball_X_Step;  
								end
							  'd81: 
								begin
									Ball_X_Motion <= 10'd0;
									Ball_Y_Motion <= Ball_Y_Step;
								end
							  default:
								begin
								end
							endcase
						end
				 Ball_Y_Pos <= (Ball_Y_Pos + Ball_Y_Motion);   
				 Ball_X_Pos <= (Ball_X_Pos + Ball_X_Motion);
		end  
    end
    assign BallX = Ball_X_Pos;
    assign BallY = Ball_Y_Pos;
    assign BallS = Ball_Size;
endmodule
[run.sh]
#!/bin/bash
# OpenROAD 26Q1-2900-gdf79404cd8, Yosys 0.63+post, stock flow scripts
make -C /OpenROAD-flow-scripts/flow DESIGN_CONFIG=/design/flow/config.mk WORK_HOME=/design/flow/orfs finish
[config.mk]
export PLATFORM = sky130hd
export DESIGN_NAME = ball
export DESIGN_NICKNAME = ball
export VERILOG_FILES = /design/flow/design.v
export SDC_FILE = /design/flow/constraint.sdc
export NUM_CORES = 4
export LEC_CHECK = 1
export CORE_UTILIZATION = 40
[constraint.sdc]
current_design ball

set clk_period 5.0
set clk_io_pct 0.2

create_clock -name clk0 -period $clk_period [get_ports {frame_clk}]

set non_clock_inputs [all_inputs -no_clocks]
set_input_delay [expr $clk_period * $clk_io_pct] -clock clk0 $non_clock_inputs
set_output_delay [expr $clk_period * $clk_io_pct] -clock clk0 [all_outputs]
==> changes_impl.md <==
### Metrics

- Vias per std cell: roughly 5.2
- Largest stage delay, worst path: roughly 470 ps
- Series of cell instances along the critical path: clkdlybuf4s50_1, or3b_4, nor4b_4, nand2_1, a21oi_1, o31ai_1
- Remaining design rule violation count: 0
- Number of standard cells in the layout, taps in and fillers out: around 270
- Worst-path cell with the longest stage delay: sky130_fd_sc_hd__clkdlybuf4s50_1
- Antenna cell count: 0
- Kind of start point of the critical path: primary input
- Number of cells in the yosys synthesis report: 186
- Area enclosed by the die boundary: around 4700 sq um
- Max Clock Skew: roughly 6.4 ps
- Worst-case vdd ir drop: approximately 450 uV
- Family of cells with the greatest summed delay on the critical path: simple AND/OR/NAND/NOR gates
- Syn Area/Cell: 9.47 sq um
- Final routed wirelength across all metal layers: between 3000 and 4000 microns
- Final slew viol count: 0
- Worst Setup End Kind: flip-flop
- RR Endpoint: Ball_X_Pos[8]
- Power per Cell Area: ~760 nW/um^2
- Data required, critical path: 5150 ps
- Proportion of layout cells with a drive suffix above 1: 0.0737
- Mapped Area: 1760 sq um
- Count of unique library cells instantiated by Yosys: 39
- Start point of the worst hold path: Ball_X_Motion[0]
- Number of synthesis warnings: 1
- Starting DRC count in detailed routing: 62
- Remaining antenna violation count: 0
- Worst min-delay path category: reg2reg
- Max-cap check violation count: 0
- Largest cells by area after synthesis: sky130_fd_sc_hd__dfrtp_1, sky130_fd_sc_hd__ha_1, sky130_fd_sc_hd__dfstp_2
- Cts hold-fix bufs: 0
- Maximum number of pins on one net before global-route repair: 25
- Number of standard-cell rows in the floorplan: 23
- H-tree depth: 1
- Commonest non-fill, non-tap cell in the layout: sky130_fd_sc_hd__clkdlybuf4s50_1
- Post-Route Setup TNS: 0 ps
- Cell count after placement: ~260
- Post-synthesis cell count: approximately 190
- Highest-count cells in the layout ignoring fill and taps: sky130_fd_sc_hd__clkdlybuf4s50_1, sky130_fd_sc_hd__dfrtp_1, sky130_fd_sc_hd__ha_1
- Post-place instance area: 2070 sq um
- Combinational fraction of design power: 0.622
- Clock tree buffer depth: 2
- Number of vias in the routed layout: between 1,000 and 1,500
- Startpoint of the worst register-to-register path: Ball_X_Motion[8]
- Setup fix buffers added after clock tree synthesis: 0
- Post-synthesis sequential element count: 24
- Number of buffers added by the clock tree synthesis step: 3
- End of the critical path: Ball_Y_Motion[8]
- Standby leakage power: about 0.91 nW
- 1st-pass router iterations: 4
- Final standard cell area without fillers: 2130 sq um
- Via count of the first global-routing pass: ~1,300
- Global-route wire length before repair: about 6000 microns
- CTS tree: yes
- Die span in x: just under 70 microns
- Number of failing setup endpoints in the final timing report: 0
- Count of cells resized by post-cts repair: 0
- Portion of the post-synthesis area used by sequential elements: 0.345
- Worst-skew pair later-pin latency: 270 ps
- Final period demand of the worst path: 2410 ps
- Log Warnings: 25
- Clock net sink count: 24
- Cell type with the highest aggregate area in the netlist: sky130_fd_sc_hd__dfrtp_1
- Clk slew on worst S/H paths: roughly 90 ps
- Flop pwr share: 0.295
- Upper clock frequency limit: slightly above 0.4 GHz
- RSZ-0062 raised after global routing: no
- Count of endpoints failing hold in the final timing report: 0
- Core Util at FP: 0.428
- Power share of the clock group: 0.084
- Internal power: 0.000953 W
- CORE AREA: between 4000 and 5000 sq um
- Tally of filler cells in the layout: ~380
- Worst Setup SP: Keycode[4]
- Count of cells along the worst hold path: 1
- Arrival time worst endpoint: between 2000 and 3000 ps
- Crit path max fanout: 4
- Buffering stage count on the worst path with inverters included: 1
- Area growth from synthesis to layout: 20.7%
- Vertical die dimension: around 70 microns
- Clock root buffer master: sky130_fd_sc_hd__clkbuf_8
- Post-synthesis chip area from yosys: 1760 sq um
- Worst path depth: 6
- Crit path kind: in2reg
- Flop-to-flop setup slack: around 3000 ps
- Initial antenna violation count: 0
- Fraction of post-synthesis cell area in the top cell type by area: 0.256
- I/O Pins: approximately 40
- Tcrit/Tclk final: 0.482
- Routed wirelength normalized by instance count: 13.5 microns
- Estimated wirelength of the detail-placed design: 2710 microns
- Length in cells of the worst reg-to-reg path: 7
- Remaining Overflow, GRT: 0
- Net Sw Frac: 0.409
- Total track usage: 0.173
- Run status: finished, final reports clean
- Power spent charging and discharging nets: around 0.00066 W
- Final Wtd Congestion: ~0.8
- Number of buffer cells added on primary ports: 29
layout make-up:
type / instances / area [sq um] / share of cell area
tap: 50 / 62.6 / 0.0294
inverter: 13 / 48.8 / 0.0229
clock buffer: 4 / 55.1 / 0.0259
timing repair buffer: 30 / 298 / 0.140
multi-input combinational: 146 / 1050 / 0.496
sequential: 24 / 608 / 0.286
per-layer routing:
layer | wire, microns | part of all wire | track usage | vias up
met1 | 1800 | 0.50 | 0.270 | 663
met4 | 23 | 0.0064 | 0.0130 | 0
met5 | 0 | 0 | 0 | -
met2 | 1620 | 0.45 | 0.265 | 29
met3 | 170 | 0.047 | 0.0321 | 2
li1 | - | - | - | 703
synth_stat cells:
cell                        number
sky130_fd_sc_hd__a21bo_2         1
sky130_fd_sc_hd__a21oi_1        11
sky130_fd_sc_hd__a31oi_1         1
sky130_fd_sc_hd__a41o_1          1
sky130_fd_sc_hd__and3_2          1
sky130_fd_sc_hd__buf_4          10
sky130_fd_sc_hd__clkbuf_2        1
sky130_fd_sc_hd__conb_1          2
sky130_fd_sc_hd__dfrtp_1        18
sky130_fd_sc_hd__dfstp_2         6
sky130_fd_sc_hd__fa_1            2
sky130_fd_sc_hd__ha_1           18
sky130_fd_sc_hd__inv_1          13
sky130_fd_sc_hd__nand2_1        12
sky130_fd_sc_hd__nand2b_1        1
sky130_fd_sc_hd__nand3_1         8
sky130_fd_sc_hd__nand4_1         1
sky130_fd_sc_hd__nand4b_1        1
sky130_fd_sc_hd__nor2_1         11
sky130_fd_sc_hd__nor2b_1         5
sky130_fd_sc_hd__nor3_1          5
sky130_fd_sc_hd__nor3_2          1
sky130_fd_sc_hd__nor3b_1         2
sky130_fd_sc_hd__nor4_1          2
sky130_fd_sc_hd__nor4b_1         2
sky130_fd_sc_hd__nor4b_4         1
sky130_fd_sc_hd__o211a_1         1
sky130_fd_sc_hd__o211ai_1        4
sky130_fd_sc_hd__o21a_1          6
sky130_fd_sc_hd__o21ai_0         8
sky130_fd_sc_hd__o21bai_1        5
sky130_fd_sc_hd__o221ai_1        2
sky130_fd_sc_hd__o2bb2ai_1       1
sky130_fd_sc_hd__o31a_1          2
sky130_fd_sc_hd__o31ai_1         1
sky130_fd_sc_hd__or3_1           1
sky130_fd_sc_hd__or3b_4          1
sky130_fd_sc_hd__xnor2_1         9
sky130_fd_sc_hd__xor2_1          8
power by group through the flow:
| stage | Clock (W) | Sequential (W) | Combinational (W) |
|---|---|---|---|
| 6_report | 0.000135 | 0.000475 | 0.00100 |
| 5_1_grt | 0.000151 | 0.000491 | 0.00115 |
| 4_1_cts | 0.000141 | 0.000477 | 0.00101 |
how the worst min path moves through the flow:
stage | to | slack, ps
4_1_cts | Ball_X_Pos[0] | 510
5_1_grt | Ball_X_Pos[0] | 540
6_report | Ball_X_Pos[0] | 510
per-stage QoR:
step | setup slack [ps] | total power [W] | hold WS (ps) | util
2_1_floorplan | 2870 | 0.00115 | 466 | -
3_3_place_gp | 2350 | 0.00145 | 493 | 0.503
3_5_place_dp | 2340 | 0.00148 | 497 | 0.503
4_1_cts | 2600 | 0.00163 | 515 | 0.517
5_1_grt | 2550 | 0.00179 | 541 | 0.517
6_report | 2590 | 0.00161 | 510 | 0.517
cells by family (layout without fill, tap and decap cells):
family	count (synthesis)	after routing	share of synthesized area
AND-OR/OR-AND	44	44	0.168
XOR/XNOR	17	17	0.0845
adder cells (fa/ha/maj)	20	20	0.151
buffers and inverters	24	47	0.0732
flip-flops	24	24	0.345
other	2	10	0.00426
AND/OR/NAND/NOR	55	55	0.175
sequential cells by signal, indices dropped and copies added (netlist names):
register and flops:
Ball_X_Pos 10, Ball_Y_Pos 10, Ball_X_Motion 2, Ball_Y_Motion 2
Power figures rest on the tool's default switching activity, not on a simulated workload.
